==> design.v <==
`default_nettype none
module alu (
    input wire [3:0]code,   
    input wire [15:0]src,   
    input wire [15:0]dst,   
    output wire [15:0]out,  
    output wire [7:0]flg    
);
wire [7:0]splitter;
function [15:0]operated;
    input [3:0]code;
    input [15:0]src;
    input [15:0]dst;
    begin
        case(code)
            4'b0000    : operated = src+dst; 
            4'b0001    : operated = src-dst; 
            4'b0010    : operated = src&dst; 
            4'b0011    : operated = src|dst; 
            4'b0100    : operated = src^dst; 
            4'b0101    : operated = src<<dst; 
            4'b0110    : operated = src>>dst; 
            default    : operated = src;
        endcase
    end
endfunction
function [7:0]flag;
    input [15:0]operated;
    input [15:0]src;
    input [15:0]dst;
    begin
        flag[7] = src==dst;
        flag[6] = ~&operated;
        flag[5] = |(16'b1000000000000000&operated);
        flag[4:0] = 5'b00000;
    end
endfunction
assign splitter = operated(code,src,dst);
assign out = splitter;
assign flg = flag(splitter,src,dst);
endmodule
==> run.sh <==
#!/bin/bash
# OpenROAD 26Q1-2900-gdf79404cd8, Yosys 0.63+post, stock flow scripts
make -C /OpenROAD-flow-scripts/flow DESIGN_CONFIG=/design/flow/config.mk WORK_HOME=/design/flow/orfs finish
==> config.mk <==
export PLATFORM = sky130hd
export DESIGN_NAME = alu
export DESIGN_NICKNAME = alu
export VERILOG_FILES = /design/flow/design.v
export SDC_FILE = /design/flow/constraint.sdc
export NUM_CORES = 4
export LEC_CHECK = 1
export CORE_UTILIZATION = 30
==> constraint.sdc <==
current_design alu

set clk_period 5.6
set clk_io_pct 0.2

create_clock -name clk0 -period $clk_period

set non_clock_inputs [all_inputs -no_clocks]
set_input_delay [expr $clk_period * $clk_io_pct] -clock clk0 $non_clock_inputs
set_output_delay [expr $clk_period * $clk_io_pct] -clock clk0 [all_outputs]
==> results.toml <==
# yosys + openroad results
[status]
outcome = "completed"

[final_timing]
setup_violations = 0
slew_headroom_pct = 41.33
hold_violations = 0
drv_slew = 0
fin_tns_setup_ns = 0
min_period_ns = 5.400
tightest_slew_ns = 0.8733
fin_crit_sh_pct = 96.43
whs_ns = 3.292
rsz0062_at_grt = "false"
fmax_mhz = 185.2
worst_slack_ns = 0.1998

[detailed_routing]
first_pass_iters = 5
routed_wl_um = 7098
drc = 0
first_iter_violations = 246
routedWlPerCell_um = 16.74
postRouteAntennaNets = 0
num_vias = 2353
diodes = 0
routed_via_density = 5.550

[die]
ios = 60
std_cell_rows = 30
dieArea_um2 = 7503
die_h_um = 86.62
core_um2 = 6869
die_w_um = 86.62
fp_util_pct = 31.28

[synthesis]
avgSynthCellArea_um2 = 7.485
top_cells_by_count = "a21oi_1 (24), ha_1 (24), nand2_1 (23), nor2_1 (21)"
ys_seq_share_pct = 0
ys_warn_count = 1
top_area_cell = "ha_1"
ys_chip_area_um2 = 2148
netlist_instances = 287
synthDistinctLibCells = 54
netlist_area_um2 = 2148
ys_cells = 287
synth_top_area_share_pct = 13.98
topCellsByArea = "ha_1 (14%), mux4_2 (10%), mux2i_1 (7.5%)"

[placed_design]
io_buffers = 45
gp_congestion = 0.9361
dpl.cell_count = 424
place_ws_ns = 0.1253
dp_hpwl_um = 5734

[setup_path]
path_cells = "clkdlybuf4s50_1 -> nor4b_4 -> mux2_2 -> inv_1 -> ha_1 -> nor2b_1 -> o2111a_1 -> nor3_1 -> o21ai_0 -> a21bo_1 -> a31oi_2 -> clkdlybuf4s50_1"
critical_path_arrival_ns = 4.28
cp-start-kind = "input pin"
critPathCaptureType = "output port"
critical-path-slowest-cell = "clkdlybuf4s50_1"
path_buffers = 3
path_class = "in2out"
cp_max_fo = 2
required_ns = 4.48
critPathMostFrequentCell = "clkdlybuf4s50_1"
critical-path-max-stage-delay_ns = 0.52
cpLargestDelayFamily = "buffers and inverters"

[clock_network]
ctsResizeCount = 0
post-cts-setup-buffers = 0
ctsHoldBuffers = 0

[grt]
grt_usage_pct = 19.70
antenna_found_initial = 0
grt_max_degree = 30
grt_pass1_wl_um = 11220
grt_pass1_vias = 2096
grt_overflow = 0

[layout]
drive_above_1_share_pct = 11.28
final_cells = 424
syn2layout_area_growth_pct = 25.04
ff_latch_area_um2 = 0
fin_util_pct = 39.11
nClkBuffers = 0
seq_cell_count = 0

[run]
maxCapViolCount = 0
tool_warnings = 41

[power_and_ir_drop]
p_leak_nw = 1.084
max-vdd-ir-drop_mv = 0.03223
powerDensity_nw_per_um2 = 83.21

[worst_hold_path]
min_path_type = "in2out"
[cell usage in the layout, fill, tap and decap left out, drive strengths merged, types with 2 or more instances in the layout]
master,n
a211oi,4
a21o,2
a21oi,24
a221o,4
a221oi,3
a31oi,6
a41oi,2
buf,15
clkdlybuf4s50,44
conb,15
ha,24
inv,19
mux2,3
mux2i,16
mux4,10
nand2,23
nand2b,2
nand3,6
nand3b,2
nand4,5
nor2,21
nor2b,3
nor3,8
nor4,5
o2111ai,3
o211ai,2
o21ai,13
o22ai,4
or3,3
xnor2,16
xor2,3
[per-layer routing]
metal	vias to the layer above	global-route usage, %	part of all wire, %	wire length, um
li1	1117	-	-	-
met1	1094	30.87	45	3216
met2	138	30.52	44	3133
met3	4	2.995	9.9	706
met4	0	0.6061	0.59	42
met5	-	0	0	0
[path summary, 6_finish.rpt]
| check | startpoint | endpoint | slack (ns) | cells past startpoint |
|---|---|---|---|---|
| max | code[2] | out[7] | 0.20 | 12 |
| min | dst[10] | flg[7] | 3.29 | 4 |
[power breakdown]
| part | internal, mW | switching (mW) | total, mW |
|---|---|---|---|
| clock | 0 | 0 | 0 |
| combinational | 0.111 | 0.113 | 0.224 |
| sequential | 0 | 0 | 0 |
[logic make-up (layout without fill, tap and decap cells)]
kind of cell / after synthesis / count (layout) / share of synthesized area [%]
xor+xnor: 19 / 19 / 7.746
simple gates: 84 / 84 / 20.44
fa+ha+maj: 25 / 25 / 14.91
buf+inv: 51 / 79 / 12.75
compound gates: 77 / 77 / 24.29
other cells: 2 / 15 / 0.3496
mux: 29 / 29 / 19.51
[area by class of cell]
class / count / area (um2)
fillers: 695 / 4183
inverters: 19 / 71.32
multi-input cells: 249 / 1929
well taps: 96 / 120.1
repair buffers: 60 / 565.5
[stage by stage]
step           power (mW)  cell area (um2)
5_1_grt            0.2452             2686
3_3_place_gp       0.2210             2678
3_5_place_dp       0.2192             2678
2_1_floorplan      0.1406             2197
4_1_cts            0.2207             2678
6_report           0.2235             2686
No activity file was given, so power comes from the tool's default toggle rates.
